===== flow/design.v =====
module analyser#(
    parameter SEED = 32'hFFFFFFFF
)
(
    input logic          clk,         
    input logic          rst,         
    input logic [31:0]  input_signal,
    input logic en,	
    output logic [31:0]  data_out     
);
logic [32:1]     sreg;
always_ff @ (posedge clk, posedge rst)
    if (rst)
        sreg <= SEED;
    else if (en)
    	sreg <= {sreg[31:1], sreg[1] ^ sreg[2] ^ sreg[22] ^ sreg[32]} ^ input_signal;
    else
	sreg <= sreg;
assign data_out = sreg;
endmodule 

===== flow/run.sh =====
#!/bin/bash
# OpenROAD 26Q1-2900-gdf79404cd8, Yosys 0.63+post, stock flow scripts
make -C /OpenROAD-flow-scripts/flow DESIGN_CONFIG=/design/flow/config.mk WORK_HOME=/design/flow/orfs finish

===== flow/config.mk =====
export PLATFORM = sky130hd
export DESIGN_NAME = analyser
export DESIGN_NICKNAME = analyser
export VERILOG_FILES = /design/flow/design.v
export SDC_FILE = /design/flow/constraint.sdc
export NUM_CORES = 4
export LEC_CHECK = 1
export CORE_AREA = 10 10 107 107
export DIE_AREA = 0 0 117 117

===== flow/constraint.sdc =====
current_design analyser

set clk_period 2.3
set clk_io_pct 0.2

create_clock -name clk0 -period $clk_period [get_ports {clk}]

set non_clock_inputs [all_inputs -no_clocks]
set_input_delay [expr $clk_period * $clk_io_pct] -clock clk0 $non_clock_inputs
set_output_delay [expr $clk_period * $clk_io_pct] -clock clk0 [all_outputs]

==> flow_metrics.tcl <==
# yosys + openroad results
set metrics [dict create \
    slew_viol_final 0 \
    fp-utilization 0.159 \
    diodes 0 \
    cts_hold_buf 0 \
    required_ns 1.84 \
    core-area_mm2 0.00920 \
    async_reset_ff_frac 1.00 \
    numPortBuffers 66 \
    syn_area_mm2 0.00146 \
    status "completed" \
    r2r_start "sreg[22]" \
    grt_pass1_wl_um 6280 \
    area_leaders "dfstp_2 (58%), xnor2_1 (20%), a21oi_1 (11%), nor2_1 (8.0%), buf_2 (1.7%)" \
    postSynthSeqShare 0.576 \
    worst_path_largest_cell_delay_ns 0.58 \
    internal_power_mw 1.58 \
    rrSetupSlack_ns 1.10 \
    path_clk_slew_ns 0.07 \
    setup_viol_count_final 0 \
    hpwl_um 2930 \
    worstSetupStartpoint "sreg[22]" \
    critPathArrivalTime_ns 1.35 \
    ys_cells 138 \
    synth-main-ff-cell "dfstp_2" \
    p_switching_uw 551 \
    overflow 0 \
    cts_buffers 5 \
    flop_area_um2 841 \
    crit_fanout 4 \
    reg2reg_to "sreg[1]" \
    hold_end "sreg[18]" \
    die_area_mm2 0.0137 \
    grt_use_total 0.0578 \
    crit_family "flip-flops" \
    dr.pass1.iters 3 \
    seq_power_share 0.457 \
    routed_wl_um 3950 \
    top_register "sreg" \
    syn_avg_cell_area_um2 10.6 \
    wl_per_cell_um 12.4 \
    cts-root-buf "clkbuf_8" \
    ctsHtreeMaxLevel 2 \
    max_freq_mhz 552 \
    hp-start "sreg[18]" \
    tightest_slew_ns 0.496 \
    layout.area.comb_um2 582 \
    syn_to_final_growth_pct 60.7 \
    hold_violations 0 \
    fin_skew_ns 0.00366 \
    top_area_frac 0.576 \
    grt_pass1_vias 1201 \
    die_h_um 117 \
    p_comb_frac 0.319 \
    routed_via_density 3.64 \
    reg2regPathDepth 4 \
    drc 0 \
    ir_worst_vdd_mv 0.327 \
    p_clk_frac 0.224 \
    path_cells "clkdlybuf4s50_1" \
    synth-edff-count 0 \
    grt_start_max_net_pins 38 \
    cts_tree "done" \
    tns_ns 0 \
    dp_slack_ns 0.738 \
    cts_sinks 32 \
    postCtsSetupBuffers 0 \
    rows 35 \
    grt_antenna_before_repair 0 \
    whs_path_depth 2 \
    ios 67 \
    end_kind "output pin" \
    fin_crit_ns 1.81 \
    relSlewSlack 0.669 \
    finalClockPeriodUsage 0.788 \
    power_density_mw_per_mm2 909 \
    synthTopCellsByCount "xnor2_1 (34), dfstp_2 (32), a21oi_1 (31), nor2_1 (31), buf_2 (5)" \
    die_x_um 117 \
    postSynthCellCount 138 \
    finalWorstSetupSlack_ns 0.489 \
    clk_latency_ns 0.28 \
    synth-seq-cells 32 \
    netSwitchingFraction 0.258 \
    p_leak_nw 0.852 \
    drive_gt1_frac 0.204 \
    start_kind "flop" \
    vias 1155 \
    worstSetupPathType "reg -> out" \
    warnings 25 \
    ys_warn_count 1 \
    crit_buf_inv 1 \
    final_antenna_net_count 0 \
    drt_iter0_markers 31 \
    reg.largest.list "sreg: 32 flops" \
    largest_register_ff_count 32 \
    clk_path_buf_depth 2 \
    yosys.area.top_type "dfstp_2" \
    drv_cap 0 \
    ys_chip_area_mm2 0.00146 \
    hold_path_class "reg -> reg" \
    synth_dominant_cell_count "xnor2_1" \
    fillers 993 \
    synth_cell_types 9 \
    slowest_stage "dfstp_2" \
    gp_congestion 0.716 \
    post_cts_resized 0 \
    rsz0062_at_grt "no" \
]
==> metal layers <==
| layer | vias to the layer above | share of wire | global-route usage |
|---|---|---|---|
| li1 | 575 | - | - |
| met1 | 535 | 0.44 | 0.0750 |
| met2 | 41 | 0.45 | 0.0904 |
| met3 | 4 | 0.11 | 0.0258 |
| met4 | 0 | 0.0076 | 0.00659 |
| met5 | - | 0 | 0 |
==> power by group through the flow <==
stage | sequential (mW) | combinational (mW) | clock (mW)
CTS | 0.980 | 0.702 | 0.510
global route | 1.00 | 0.755 | 0.538
finish | 0.975 | 0.679 | 0.477
==> stage by stage <==
step / cell area [um2] / power, mW / hold WS (ns) / instances / utilization
3_5_place_dp: 2250 / 1.68 / 0.492 / 310 / 0.244
3_3_place_gp: 2250 / 1.68 / 0.492 / 310 / 0.244
4_1_cts: 2340 / 2.19 / 0.506 / 317 / 0.255
5_1_grt: 2340 / 2.30 / 0.521 / 317 / 0.255
2_1_floorplan: 1460 / 1.23 / 0.474 / 138 / -
6_report: 2340 / 2.13 / 0.504 / 317 / 0.255
==> worst max-delay path by stage <==
stage | end | cells after the start
6_report | data_out[21] | 1
5_1_grt | data_out[21] | 1
4_1_cts | data_out[21] | 1
==> area by class of cell <==
| type | count | area share |
|---|---|---|
| Multi-Input combinational cell | 98 | 0.248 |
| Tap cell | 111 | 0.0592 |
| Sequential cell | 32 | 0.359 |
| Timing Repair Buffer | 68 | 0.291 |
| Inverter | 1 | 0.00160 |
| Clock buffer | 7 | 0.0411 |
==> cells in the final DEF, fill, tap and decap left out <==
master and count:
nand2_1 1, inv_1 1, buf_12 1, dfstp_2 32, nor2_1 31, xnor2_1 34, a21oi_1 31, clkdlybuf4s50_1 65
buf_4 1, clkbuf_8 7, buf_2 1, xor2_1 1
==> kinds of logic (layout without fill, tap and decap cells) <==
| family | Yosys count | after routing | share of synthesized area |
|---|---|---|---|
| xor gates and xnor gates | 35 | 35 | 0.210 |
| DFF | 32 | 32 | 0.576 |
| and+or+nand+nor | 32 | 32 | 0.0823 |
| AOI/OAI and AO/OA | 31 | 31 | 0.106 |
| buffers and inverters | 8 | 76 | 0.0249 |
Power and IR drop assume default switching activity.
