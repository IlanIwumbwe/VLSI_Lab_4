===== run.sh =====
#!/bin/bash
# OpenROAD 26Q1-2900-gdf79404cd8, Yosys 0.63+post, stock flow scripts
make -C /OpenROAD-flow-scripts/flow DESIGN_CONFIG=/design/flow/config.mk WORK_HOME=/design/flow/orfs finish

===== config.mk =====
export PLATFORM = sky130hd
export DESIGN_NAME = ram
export DESIGN_NICKNAME = ram
export VERILOG_FILES = /design/flow/design.v
export SDC_FILE = /design/flow/constraint.sdc
export NUM_CORES = 4
export LEC_CHECK = 1
export CORE_UTILIZATION = 30

===== constraint.sdc =====
current_design ram

set clk_period 4.5
set clk_io_pct 0.2

create_clock -name clk0 -period $clk_period [get_ports {clk}]

set non_clock_inputs [all_inputs -no_clocks]
set_input_delay [expr $clk_period * $clk_io_pct] -clock clk0 $non_clock_inputs
set_output_delay [expr $clk_period * $clk_io_pct] -clock clk0 [all_outputs]

===== design.v =====
module ram(
    input clk,
    input logic [4:0] addr,
    input logic [31:0] data,
    input logic web,
    output logic [31:0] q
);
logic [31:0] block[32];
always_ff@(posedge clk) begin
    if(web)
        block[addr] <= data;
    else
        q <= block[addr];
end
endmodule

==> reports/qor.csv <==
metric,value,unit
outcome,"finished, final reports clean",
nFillCells,11900,
utilization,36.0,%
yosys_warnings,1,
drtPass1Iterations,7,
ant_nets,0,
relSlewSlack,44.7,%
hold_slack,0.714,ns
worst_ep_arrival_time,3.66,ns
cp-start-kind,primary input,
tns,0,ns
synth_flops,1056,
drc,0,
rows,133,
setup_viol,0,
drt-total-wl,99700,µm
cts.clk_slew.worst_paths,0.06,ns
ioPinCount,71,
fp_util,30.4,%
ys_cells,2108,
regToRegStartpoint,block[18][0],
postSynthSeqShare,79.1,%
postCtsSetupBuffers,0,
die_w,367,µm
min-delay-start,block[28][22],
cp_max_fo,18,
period_minus_slack,3.27,ns
period_used_share,72.8,%
regArea,0.0317,mm²
ctsResizeCount,0,
tightest_slew,0.822,ns
crit_chain,clkdlybuf4s50_1 -> or4b_2 -> buf_4 -> o22ai_1 -> nor4_1 -> nand2_1,
avgSynthCellArea,19.0,µm²
grt_pass1_vias,22400,
warnings,26,
grt_max_degree,61,
initialDrtViolationCount,1140,
grt_overflow,0,
ir_worst_vdd,0.312,mV
antenna_found_initial,2,
portBuffers,70,
power.total,0.0209,W
power.density,439,mW/mm²
cts_buffers,103,
ys_types,24,
synth_area,0.0401,mm²
max_freq,0.305,GHz
wl_per_cell,24.0,µm
die_area,0.135,mm²
clock_skew,0.0254,ns
hold_viol,0,
slowest_stage,clkdlybuf4s50_1,
p_leak,16.1,nW
clock_sinks,1056,
syn_to_final_growth,18.5,%
dr_total_vias,20400,
core_area,0.132,mm²
grt_first_pass_wirelength,145000,µm
hold_class,register to register,
synthCells,2108,
combGateArea,0.00798,mm²
clk_latency,0.68,ns
cts-root-buf,clkbuf_16,
required,4.89,ns
drive_above_1_share,14.7,%
yosysChipArea,0.0401,mm²
ctsLongestPathBuffers,3,
die_h,367,µm
crit_family,buffers and inverters,
crit_type,primary input to register,
cpPeakStageDelay,0.91,ns
drv_cap,0,
cp-end-kind,register,
drt-vias-per-instance,4.91,
finalMaxSlewViolations,0,
tritoncts,done,
critPathBufInv,2,
ctsHoldBuffers,0,
rsz0062_at_grt,false,
grt_use_total,15.7,%
htree_levels,3,
startpoint,addr[2],
dp_hpwl,59500,µm
place_congestion,0.849,
cells in the final DEF, fill, tap and decap left out, types with 14 or more instances in the layout:
cell	n
clkinv_1	22
mux2i_1	512
nor4_1	64
clkdlybuf4s50_1	69
edfxtp_1	1056
clkbuf_16	103
buf_12	20
nor2_4	28
o22ai_1	255
bufinv_16	18
clkinv_2	18
clkbuf_1	14
nand2_1	34
buf_4	127
cells by family after synthesis:
kind of cell / Yosys count / share of synthesized area [%]
buf+inv: 127 / 1.82
compound gates: 256 / 4.01
flops: 1056 / 79.1
simple gates: 157 / 2.23
mux: 512 / 12.8
power by group:
group,internal (W),switching (W),total (W)
Clock,0.00525,0.00360,0.00886
Sequential,0.0110,0.0000595,0.0110
Combinational,0.000363,0.000597,0.000959
Total,0.0166,0.00426,0.0209
metal layers:
| layer | global-route usage (%) | routed length (µm) | part of all wire [%] |
|---|---|---|---|
| met1 | 17.7 | 34700 | 35 |
| met2 | 24.0 | 46600 | 47 |
| met3 | 11.9 | 16100 | 16 |
| met4 | 2.92 | 2200 | 2.2 |
| met5 | 1.07 | 177 | 0.18 |
cells in the mapped netlist (all sizes together):
library cell | n | area share, %
nand3 | 2 | 0.025
or3 | 2 | 0.031
nand2 | 34 | 0.32
or4 | 1 | 0.028
o22ai | 256 | 4.0
edfxtp | 1056 | 79
nand4b | 4 | 0.087
nor2 | 29 | 0.27
inv | 1 | 0.0094
mux2i | 512 | 13
nand4bb | 6 | 0.17
or3b | 2 | 0.044
clkbuf | 23 | 0.22
buf | 103 | 1.6
nor4 | 64 | 1.0
or4b | 4 | 0.12
nor3 | 4 | 0.050
nand3b | 4 | 0.075
nand4 | 1 | 0.016
flip-flops by register name, indices dropped and copies added (netlist names):
register and count:
block 1024, q 32
through the flow:
step / cells / cell area [µm²] / worst slack [ns]
floorplan: 2108 / 40100 / 0.795
global placement: 3954 / 43900 / 0.679
detailed placement: 3954 / 43900 / 0.629
CTS: 4148 / 47500 / 1.34
global route: 4148 / 47500 / 1.16
finish: 4150 / 47500 / 1.23
final cells by class:
| type | instances | share of cell area [%] |
|---|---|---|
| Clock buffer | 117 | 5.54 |
| Sequential cell | 1056 | 66.8 |
| Antenna cell | 2 | 0.0105 |
| Clock inverter | 77 | 1.92 |
| Tap cell | 1755 | 4.62 |
| Inverter | 1 | 0.00790 |
| Multi-Input combinational cell | 925 | 16.8 |
| Timing Repair Buffer | 217 | 4.34 |
path summary, 6_finish.rpt:
| kind | end | slack [ns] | depth (start not counted) |
|---|---|---|---|
| setup / recovery | q[18] | 1.23 | 6 |
| hold reg to reg | q[22] | 0.71 | 4 |
| setup reg to reg | q[0] | 2.64 | 4 |
| hold / removal | q[22] | 0.71 | 4 |
worst reg2reg max path, delay by kind of cell, from the launching register on:
family          cells  cell delay, ns
mux                 1            0.34
flops               1            0.36
compound gates      1            0.14
simple gates        2            0.73
Power and IR drop assume default switching activity.
