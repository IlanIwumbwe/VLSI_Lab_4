==> flow/design.v <==
module PRBS16 #(
    parameter SEED = 16'hFFFF
)(
  input logic clk,         
  input logic rst,         
  input logic en,
  output logic [15:0]  data_out     
);
  logic [15:0]  sreg;
  always_ff @ (posedge clk)
    if (rst)
        sreg <= SEED;
    else 
	sreg <= (en) ? {sreg[14:0], sreg[15] ^ sreg[14] ^ sreg[12] ^ sreg[3]} : sreg;
  assign data_out = sreg;
endmodule 
==> flow/run.sh <==
#!/bin/bash
# OpenROAD 26Q1-2900-gdf79404cd8, Yosys 0.63+post, stock flow scripts
make -C /OpenROAD-flow-scripts/flow DESIGN_CONFIG=/design/flow/config.mk WORK_HOME=/design/flow/orfs finish
==> flow/config.mk <==
export PLATFORM = sky130hd
export DESIGN_NAME = PRBS16
export DESIGN_NICKNAME = PRBS16
export VERILOG_FILES = /design/flow/design.v
export SDC_FILE = /design/flow/constraint.sdc
export NUM_CORES = 4
export LEC_CHECK = 1
export CORE_AREA = 10 10 75 75
export DIE_AREA = 0 0 85 85
==> flow/constraint.sdc <==
current_design PRBS16

set clk_period 1.3
set clk_io_pct 0.2

create_clock -name clk0 -period $clk_period [get_ports {clk}]

set non_clock_inputs [all_inputs -no_clocks]
set_input_delay [expr $clk_period * $clk_io_pct] -clock clk0 $non_clock_inputs
set_output_delay [expr $clk_period * $clk_io_pct] -clock clk0 [all_outputs]
==> impl_metrics.ini <==
; physical design summary
[clock_network]
cts_root_buf = clkbuf_8
cts.sinks = 16
clockBufferDepth = 2
cts.clk_slew.worst_paths_ps = 60
clk_latency_ps = 240
htree_levels = 1
cts_tree = built
postCtsHoldBufs = 0
numCtsBuffers = 3

[setup_path]
path_max_fanout = 17
cp.arrival_ps = 1260
startpoint_type = input pin
crit_required_ps = 1430
critical_path_class = input pin to register
r2r_slack_ps = 310
worstSetupEndpointType = register

[timing]
relSlewSlack = 0.8854
report.final.slew_viol_count = 0
finalSetupViolCount = 0
tightest_slew_ps = 167.1
skew_ps = 3.586
fmax_mhz = 888.1
final_hold_viol_count = 0
rsz0062_at_grt = no
period_used_share = 0.8661
fin_crit_ps = 1126

[synthesis]
syn-instance-count = 55
ys_ff = 16
yosys_area_um2 = 595.6
synth.area.mux_share = 0.2521
xor_area_frac = 0.04412
simple_gate_share = 0.1029
netlist_area_um2 = 595.6
yosysCellCount = 55
avgSynthCellArea_um2 = 10.83
compound_area_frac = 0.01050
ys_seq_frac = 0.5378
synthTopLogicFamily = multiplexers
adder_share = 0
ys_warn_count = 1
yosysUniqueCellTypes = 9

[floorplan]
die_h_um = 85
core.rowCount = 23
dieWidth_um = 85
dieArea_um2 = 7225
fp-utilization = 0.1468
coreArea_um2 = 4058
ios = 19

[power]
totalPowerFinal_uw = 922.1
switching_share = 0.1960
combPwrFrac = 0.074
power_density_nw_per_um2 = 932.9
p_leak_nw = 0.3826
clkPwrFrac = 0.384
p_int_uw = 741.4
pwr-share-seq = 0.542
power_switching_uw = 180.7
ir_worst_vdd_uv = 462.9

[route]
dr.first_iter.drc_count = 42
route.antenna.remaining_nets = 0
drc = 0
wirelength_mm = 1.554
n_antenna_cell = 0
wire_per_inst_um = 11.34
num_vias = 484
viasPerCell = 3.533
dr.pass1.iters = 3

[final_layout]
top_regs = sreg: 16 flops
final_cell_mix = dfxtp_2 (16), mux2i_1 (15), nand2_1 (15)
nFillCells = 411
top_register = sreg
finalCoreUtilization = 0.2436
largest_register_ff_count = 16
final_common_cell = dfxtp_2
syn2layout_area_growth_pct = 65.97
drive_gt1_frac = 0.3793

[global_route]
grt_pass1_vias = 493
met2_usage = 0.05858
met1_usage = 0.05511
top_usage_layer = met2
grt_first_pass_wirelength_mm = 2.566
grtUsageTotal = 0.04329
grt_max_degree = 18
use_met3 = 0.03468
antenna_found_initial = 0
grt.overflow.total = 0

[worst_hold_path]
hp-class = register to register

[status]
outcome = completed

[job]
tool_warnings = 25
cap_violations = 0

[placed_design]
gp_congestion = 0.6915
portBuffers = 18
==> per-layer routing <==
metal,up-vias,wire length (µm)
met3,0,214
met4,0,0
met1,222,722
li1,247,-
met2,15,617
met5,-,0
==> final cells by class <==
class | count | area, µm² | area share
well taps | 50 | 62.56 | 0.06329
repair buffers | 32 | 296.5 | 0.3000
inverters | 1 | 3.754 | 0.003797
multi-input cells | 35 | 244.0 | 0.2468
clock buffers | 3 | 41.29 | 0.04177
flip-flops and latches | 16 | 340.3 | 0.3443
==> synth_stat cells <==
| master | instances | share of area |
|---|---|---|
| a31oi_1 | 1 | 0.011 |
| buf_2 | 1 | 0.0084 |
| buf_6 | 2 | 0.038 |
| dfxtp_1 | 16 | 0.54 |
| inv_1 | 1 | 0.0063 |
| mux2i_1 | 15 | 0.25 |
| nand2_1 | 15 | 0.095 |
| nor3_1 | 1 | 0.0084 |
| xnor2_1 | 3 | 0.044 |
==> worst paths after layout <==
kind,to,start,cells past startpoint
worst max-delay path,sreg[14],en,4
worst min-delay path,sreg[9],sreg[9],2
worst max register to register,sreg[0],sreg[15],4
worst min register to register,sreg[9],sreg[9],2
==> what timing repair did <==
action	4_1_cts	5_1_grt
pin swaps	0	0
setup buffers	11	0
setup endpoints to repair	16	5
gates resized	27	5
hold endpoints to repair	0	0
==> critical path, cell delays in order <==
cell and delay, ps:
clkdlybuf4s50_1 510, buf_12 180, mux2i_1 230, nand2_1 80
==> cell families (layout without fill, tap and decap cells) <==
kind of cell,after synthesis,in the layout
XOR/XNOR,3,3
flip-flops,16,16
multiplexers,15,15
buffers and inverters,4,36
AND/OR/NAND/NOR,16,16
AND-OR/OR-AND,1,1
==> power by group through the flow <==
stage	clock network, mW	registers [mW]	logic, mW
after CTS	0.358	0.500	0.0704
after global routing	0.384	0.500	0.0734
final	0.354	0.500	0.0686
==> metrics by stage <==
step                      instances  cell area, µm²  TNS [ps]  setup slack (ps)  hold WS [ps]
after global placement          123           845.8    -106.3            -14.43         485.3
after CTS                       137           975.9         0             9.456         475.1
after global routing            137           988.4         0             133.6         491.3
final                           137           988.4         0             174.0         469.2
after floorplan                  55           595.6         0             420.8         413.4
after detailed placement        123           845.8    -308.2            -42.77         483.5
Power is estimated from default activity; no workload was simulated.
